**design/flow/constraint.sdc**
```tcl
current_design register_file

set clk_period 30.7
set clk_io_pct 0.2

create_clock -name clk0 -period $clk_period [get_ports {clk}]

set non_clock_inputs [all_inputs -no_clocks]
set_input_delay [expr $clk_period * $clk_io_pct] -clock clk0 $non_clock_inputs
set_output_delay [expr $clk_period * $clk_io_pct] -clock clk0 [all_outputs]
```
**design/flow/design.v**
```verilog
package raptorv_pkg;
    parameter NOP_INST = 32'h13;  
endpackage
module register_file (
    input clk,
    input rs1_re,
    input [4:0] rs1_addr,
    output [31:0] rs1_data,
    input rs2_re,
    input [4:0] rs2_addr,
    output [31:0] rs2_data,
    input rd_we,
    input [4:0] rd_addr,
    input [31:0] rd_data
);
logic [4:0] rs1_addr_final, rs2_addr_final;
assign rs1_addr_final = rs1_re ? rs1_addr : 0;
assign rs2_addr_final = rs2_re ? rs2_addr : 0;
logic [31:0] registers [31:1];
assign rs1_data = rs1_addr_final == 0 ? 0 : registers[rs1_addr_final];
assign rs2_data = rs2_addr_final == 0 ? 0 : registers[rs2_addr_final];
always_ff @(posedge clk) begin: registers_write
    if (rd_addr != 0 && rd_we)
        registers[rd_addr] <= rd_data;
end
endmodule
```
**design/flow/config.mk**
```make
export PLATFORM = sky130hd
export DESIGN_NAME = register_file
export DESIGN_NICKNAME = register_file
export VERILOG_FILES = /design/flow/design.v
export SDC_FILE = /design/flow/constraint.sdc
export NUM_CORES = 4
export LEC_CHECK = 1
export CORE_UTILIZATION = 50
```
**design/flow/run.sh**
```bash
#!/bin/bash
# OpenROAD 26Q1-2900-gdf79404cd8, Yosys 0.63+post, stock flow scripts
make -C /OpenROAD-flow-scripts/flow DESIGN_CONFIG=/design/flow/config.mk WORK_HOME=/design/flow/orfs finish
```
==> out/qor.txt <==
number of global-route vias before repair: 35,939
vias post-DR: 34,597
Post-DRT Antenna Nets: 0
Setup crit end kind: output pin
largest net degree at the start of global routing: 101
xor/xnor share of the synthesized area: 0%
outcome: complete, no violations
largest stage delay on the critical path: 660 ps
# rows: 111
Synth Area in Compound Gates: 12.4%
Buf/Inv on CP: 6
gpl congestion: 0.931
Dominant Register Cell: edfxtp_1
WP depth: 11
area delta synth->final: 13.2%
Core ar.: 92,200 um^2
final core occ: 57.5%
top area contributor share: 63.6%
simple share: 9.18%
top cells by count, synth: edfxtp_1 (992), nand2_1 (588), mux2i_1 (323)
peak supply drop: 0.0564 mV
Post-Syn Area: 46,800 um^2
final hold viol count: 0
CP Class: in2out
HPWL Detailed: 97,600 um
worst rel slew slack: 33.3%
Reg with most FFs: registers
Tool Warnings: 28
first-pass GRT wire length: 246,000 um
mux contribution to synthesized area: 11.5%
drt initial violations: 3,121
setup TNS: 0 ps
clock-pin slew on the worst setup and hold paths: 60 ps
fa+ha+maj area frac: 0%
CTS H-Tree Depth: 3
initial antenna violation count: 7
I/O pin total: 115
layout cells sized above 1: 15.5%
Unique masters post-synth: 60
Largest register FFs: 992
Synth Instances: 3,546
CTS buffer count: 107
ys cells: 3,546
top comb family, area: AND-OR/OR-AND gates
CTS sink cnt: 992
Warnings, synthesis: 1
Worst Max-Slew Pin Slew: 997 ps
post-CTS resize count: 0
asr flop ratio synth: 0%
cycle use final: 54.4%
largest area contributor in the netlist: edfxtp_1
die height: 308 um
Reg area: 29,800 um^2
FMAX: 0.0599 GHz
Seq cells post-synth: 992
P per Cell Area: 57.7 nW/um^2
count of final setup violators: 0
top cells, area: edfxtp_1 (64%), mux2i_1 (6.9%), nand2_1 (4.7%)
Period minus WS final: 16,690 ps
max-cap check violation count: 0
Syn Area/Cell: 13.2 um^2
Top Registers: registers (992)
gr ovfl total: 0
die width: 308 um
register share after synthesis: 63.6%
Routed WL: 174,000 um
DIE AREA: 94,800 um^2
CTS tree: built
Worst Setup Start Kind: primary input
RSZ-0062 raised after global routing: no
EDFF count, synth: 992
Setup crit start: rs1_re
Worst EP required: 24,560 ps
hold_ws: 6260 ps
FILL cells: 7,037
most numerous cell in the Yosys netlist: edfxtp_1
FP Util: 50.8%
Comb area: 15,900 um^2
worst path cell trace: buf_2 > buf_4 > buf_4 > nand2_2 > nor3_4 > buf_4 > buf_4 > nand3_1 > o2111ai_1 > o32ai_1 > clkdlybuf4s50_1
CP delay by family, top: buffers and inverters
Vias/cell: 6.98
final instance area: 53,000 um^2
final routed DRC violation total: 0
DP Area: 49,600 um^2
Total GRT Usage: 40.5%
CTS Hold Buffers Added: 0
Max Fanout on Critical Path: 32
Slowest-stage cell, CP: buf_4
Port Buffer Count: 114
Slew Limit Fails: 0
cell leakage power: 17.6 nW
first-pass detailed-route iteration total: 8
Post-CTS Setup Inserts: 0
Crit path top cell by count: buf_4
routed length per placed instance: 35.0 um
crit path capture: rs1_data[25]
maximum buffer depth of the clock tree: 3
CTS root buf: clkbuf_16
chip area line of the yosys report: 46,800 um^2
worst min path class: in2reg
Critical Path AT: 10,550 ps
[layout by cell type (no fill, tap or decap), types with 52 or more instances in the layout]
cell type,count
clkbuf_16,108
o21a_1,60
a221oi_1,85
a31oi_1,109
nand2_1,580
mux2_2,186
nand3_1,247
o22ai_1,62
a222oi_1,60
o32ai_1,52
clkdlybuf4s50_1,110
mux2i_1,323
edfxtp_1,992
buf_4,147
o211ai_1,53
[metrics by stage]
stage	instances	setup slack, ps	power (W)
global route	4951	13930	0.00313
finish	4956	14010	0.00306
global placement	4750	14090	0.00182
CTS	4950	14050	0.00306
floorplan	3546	17190	0.00168
detailed placement	4750	14090	0.00182
[kinds of logic (layout without fill, tap and decap cells)]
logic type / after synthesis / in the layout
and+or+nand+nor: 979 / 979
muxes: 511 / 511
DFF: 992 / 992
other: 0 / 6
buffers and inverters: 323 / 484
AOI/OAI and AO/OA: 741 / 741
[report_power, final]
| group | switching [W] | internal, W |
|---|---|---|
| Combinational | 0.000193 | 0.0000952 |
| Clock | 0.000531 | 0.000726 |
| Sequential | 0.00000666 | 0.00151 |
[cell type report]
cell class	count	share of cell area (%)
Clock inverter	69	1.12
Multi-Input combinational cell	2231	30.0
Inverter	21	0.149
Tap cell	1243	2.93
Antenna cell	6	0.0283
Sequential cell	992	56.2
Timing Repair Buffer	263	4.31
Clock buffer	131	5.26
[layer usage]
metal  GRT usage (%)  part of all wire [%]  up-vias  routed length, um
li1                -                     -    14242                  -
met1            48.4                    32    16651              55000
met2            55.3                    44     3017              75800
met3            30.3                    18      673              31800
met4            19.1                   6.1       14              10700
met5            2.79                  0.18        -                320
[how the worst min path moves through the flow]
| stage | from | endpoint | slack [ps] | depth (start not counted) |
|---|---|---|---|---|
| CTS | rd_data[27] | registers[26][27]$_DFFE_PP_ | 6240 | 2 |
| global route | rd_data[27] | registers[30][27]$_DFFE_PP_ | 6260 | 2 |
| finish | rd_data[4] | registers[22][4]$_DFFE_PP_ | 6260 | 2 |
Power and IR drop assume default switching activity.
