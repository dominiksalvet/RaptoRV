File: ./config.mk
export PLATFORM = sky130hd
export DESIGN_NAME = if_stage
export DESIGN_NICKNAME = if_stage
export VERILOG_FILES = /design/flow/design.v
export SDC_FILE = /design/flow/constraint.sdc
export NUM_CORES = 4
export LEC_CHECK = 1
export CORE_UTILIZATION = 30
File: ./constraint.sdc
current_design if_stage

set clk_period 6.8
set clk_io_pct 0.2

create_clock -name clk0 -period $clk_period [get_ports {clk}]

set non_clock_inputs [all_inputs -no_clocks]
set_input_delay [expr $clk_period * $clk_io_pct] -clock clk0 $non_clock_inputs
set_output_delay [expr $clk_period * $clk_io_pct] -clock clk0 [all_outputs]
File: ./design.v
package raptorv_pkg;
    parameter NOP_INST = 32'h13;  
endpackage
module if_stage #(
    parameter RST_PC_VAL = 0
) (
    input rst_l,
    input clk,
    input stall,
    input jmp_en,
    input [31:2] jmp_addr,
    output inst_re,
    output [31:2] if_pc
);
assign inst_re = !stall;
logic [31:2] pc;
always_ff @(posedge clk, negedge rst_l) begin: next_pc
    if (!rst_l)
        pc <= RST_PC_VAL;
    else if (!stall)
        pc <= jmp_en ? jmp_addr : pc + 1;  
end
assign if_pc = pc;
endmodule
File: ./run.sh
#!/bin/bash
# OpenROAD 26Q1-2900-gdf79404cd8, Yosys 0.63+post, stock flow scripts
make -C /OpenROAD-flow-scripts/flow DESIGN_CONFIG=/design/flow/config.mk WORK_HOME=/design/flow/orfs finish
==> results_slide.txt <==
Key Metrics from the Run

Floorplan
  • Fp util: 30.98%
  • Num ports: 65
  • Core area: 0.006756 sq mm
  • Die H: 85.53 um
  • Die X-Extent: 85.53 um
  • Rows: 30
  • Die area: 0.007315 sq mm

Routing
  • ANT nets after route: 0
  • DRC: 0
  • First-pass DRT Iterations: 6
  • DR iter-0 viols: 180
  • Routed vias: 2225
  • DR vias/cell: 5.825
  • Post-Route WL: 6.192 mm
  • Routed WL per cell: 16.21 um
  • Antenna cells: 0

GRT
  • Antenna violations before repair: 0
  • First-pass GRT wire length: 10.37 mm
  • Largest net degree at the start of global routing: 46
  • Gr usage total: 18.08%
  • Overflow after GRT: 0
  • Vias in the first global route: 2062

STA
  • Setup violations, final: 0
  • Clock Skews: 0.006498 ns
  • TNS Setup: 0 ns
  • Hold Slack: 0.5774 ns
  • Fmax: 229.9 MHz
  • Minimum clock period: 4.350 ns
  • RSZ-0062 raised after global routing: no
  • Worst-Margin Slew: 0.6200 ns
  • Pins Over Slew Limit: 0
  • Final Hold Fails: 0
  • Period utilisation layout: 63.97%
  • Slew margin rel.: 58.62%

Synth
  • Synth async-reset ratio: 100.0%
  • Cell Type Count: 53
  • Avg Cell Area, Syn: 8.441 sq um
  • Ys Warns: 1
  • Post-Syn Instances: 248
  • Register share after synthesis: 35.86%
  • EDFF count, synth: 0
  • Most common reg cell: dfrtp_1
  • Yosys stat area: 0.002093 sq mm
  • Post-synth regs: 30
  • # Cells Yosys: 248
  • Synthesized area: 0.002093 sq mm

Clock network
  • Reg clk slew, reported paths: 0.07 ns
  • CTS Hold Bufs: 0
  • Maximum root-to-sink buffer count: 2
  • TritonCTS clock tree: built
  • CTS HTree Levels: 2
  • TritonCTS Buffers: 5
  • Post-CTS sizing: 0
  • Setup Fix Bufs, Post-CTS: 0
  • Worst-Skew Late Latency: 0.28 ns
  • Clk sink count: 30
  • Root Driver: clkbuf_8

Worst setup path
  • Critical path, cell by cell: clkdlybuf4s50_1 > buf_4 > inv_1 > clkdlybuf4s50_1
  • Required @ worst endpoint: 5.44 ns
  • Worst path max stage delay: 0.49 ns
  • Crit path buffers/inverters: 4
  • Worst setup SP type: input port
  • Delay-heaviest family, CP: buffers and inverters
  • Crit path max fanout: 40
  • CP max stage cell: clkdlybuf4s50_1
  • WS Path Type: input port to output port
  • Crit. End Element: output port
  • WP data arrival: 2.99 ns
  • Worst path most repeated cell: clkdlybuf4s50_1

Placed design
  • Port Buffers: 64
  • Routability cong.: 0.8208
  • HPWL Detailed: 4.133 mm
  • DP Area: 0.002763 sq mm

Cells and area
  • Largest Register: pc
  • Top flop regs: pc x30
  • Final core utilization: 42.24%
  • Layout cells sized above 1: 6.954%
  • Area grow syn2layout: 36.34%
  • Design area: 0.002854 sq mm
  • # fillers: 680
  • Max reg flops: 30

Power
  • Cell area power density: 192.4 mW/mm^2
  • Pleak: 1.064 nW
  • Total power: 0.0005492 W
  • Maximum VDD drop: 0.06880 mV

Run
  • Count of tool warnings: 25
  • Max Cap Viol: 0

Min path
  • Worst min path class: flop to flop

Status
  • Outcome: complete, no violations
## synthesized netlist by cell type (all sizes together), types with 7 or more instances
cell / instances / area share (%)
and3: 7 / 2.2
nor2: 20 / 3.6
nand4: 11 / 4.3
nand2: 15 / 2.7
and4: 7 / 2.9
o21ai: 24 / 5.7
a31oi: 7 / 2.1
dfrtp: 30 / 36
buf: 9 / 2.7
clkbuf: 15 / 2.8
a21oi: 8 / 1.9
nand3: 14 / 3.6
## layout by cell type (no fill, tap or decap), types with 6 or more instances in the layout
cell type	instances
clkbuf_8	6
and4_1	7
nand4_1	9
and3_1	6
nor2_1	20
buf_4	6
dfrtp_1	30
nand2_1	15
nor3_1	6
o21ai_0	24
a31oi_1	7
inv_1	6
a21oi_1	8
a22oi_1	6
clkdlybuf4s50_1	64
nor4_1	6
nand3_1	13
## layer usage
layer,part of all wire [%],vias to the layer above,global-route usage (%)
met5,0,-,0
met4,0.76,0,1.818
met3,6.2,4,3.418
met2,44,79,26.98
met1,49,1063,29.03
li1,-,1079,-
## stage by stage
stage | std cells | setup slack, ns
CTS | 382 | 2.457
detailed placement | 374 | 2.449
global route | 382 | 2.305
global placement | 374 | 2.446
finish | 382 | 2.450
floorplan | 248 | 3.526
## cells by family (layout without fill, tap and decap cells)
kind of cell	Yosys count	after routing	share of synthesized area [%]
DFF	30	30	35.86
buffers and inverters	30	84	6.635
adders and majority gates	1	1	0.5976
AOI/OAI and AO/OA	81	81	26.54
and+or+nand+nor	102	102	28.39
muxes	4	4	1.973
## final timing paths
check                      slack, ns  cells after the start               start                  to
max                             2.45                      4               stall             inst_re
min                             0.58                      1  pc[21]$_DFFE_PN0N_  pc[21]$_DFFE_PN0N_
max reg2reg                     4.37                      5   pc[2]$_DFFE_PN0N_  pc[28]$_DFFE_PN0N_
min reg2reg                     0.58                      1  pc[21]$_DFFE_PN0N_  pc[21]$_DFFE_PN0N_
max in group asynchronous       5.02                      2               rst_l   pc[8]$_DFFE_PN0N_
min in group asynchronous       1.47                      2               rst_l  pc[26]$_DFFE_PN0N_
## area by class of cell
type                       instances  area [sq um]  share of cell area, %
multi-input combinational        188          1204                  42.17
sequential                        30         750.7                  26.30
timing repair buffer              70         685.7                  24.02
tap                               80         100.1                  3.507
clock buffer                       7         86.33                  3.025
inverter                           6         22.52                 0.7891
clock inverter                     1         5.005                 0.1754
## power by group
| group | internal [W] | switching [W] |
|---|---|---|
| combinational | 0.0000945 | 0.0000541 |
| clock | 0.0000816 | 0.0000682 |
| sequential | 0.000204 | 0.0000464 |
Power is estimated from default activity; no workload was simulated.
